File: ./config.mk
export PLATFORM = sky130hd
export DESIGN_NAME = wmtop
export DESIGN_NICKNAME = wmtop
export VERILOG_FILES = /design/flow/design.v
export SDC_FILE = /design/flow/constraint.sdc
export NUM_CORES = 4
export LEC_CHECK = 1
export CORE_UTILIZATION = 30
File: ./constraint.sdc
current_design wmtop

set clk_period 6.3
set clk_io_pct 0.2

create_clock -name clk0 -period $clk_period [get_ports {clk}]

set non_clock_inputs [all_inputs -no_clocks]
set_input_delay [expr $clk_period * $clk_io_pct] -clock clk0 $non_clock_inputs
set_output_delay [expr $clk_period * $clk_io_pct] -clock clk0 [all_outputs]
File: ./design.v
module display(clk,rst,minute,second,second_p,o_index_n,o_seg_n,o_lsb);
input clk,rst;
input [7:0] minute;
input [7:0] second;
input [3:0] second_p;
output [3:0] o_index_n;  
output [7:0] o_seg_n;  
output [6:0] o_lsb;  
reg [2:0] activescan;
reg [3:0] number;
reg [7:0] seg;  
reg [3:0] index;
reg [6:0] lsb;
reg clkout_50hz;
reg clkout_10hz;
reg [24:0]cnt1;
reg [24:0]cnt2;
assign o_lsb = ~lsb;
assign o_seg_n = ~seg;
assign o_index_n = ~index;
reg reset;
always@(posedge clk)
begin
	reset<=rst;
end
always@(posedge clk or negedge reset)
begin
	if (!reset)
	begin
		cnt1<=0;
		clkout_10hz<=0;
	end
	else if(cnt1==25'd11_999_99)
	begin
		cnt1<=0;
		clkout_10hz<=~clkout_10hz;
	end
	else
	begin
		cnt1<=cnt1+1;
	end
end
always@(posedge clk or negedge reset)
begin
	if (!reset)
	begin
		cnt2<=0;
		clkout_50hz<=0;
	end
	else if(cnt2==25'd47999)
	begin
		cnt2<=0;
		clkout_50hz<=~clkout_50hz;
	end
	else
	begin
		cnt2<=cnt2+1;
	end
end
always @ (second_p) 
begin
	case (second_p)
		4'd0: lsb = 7'b1111110;  
		4'd1: lsb = 7'b0110000;  
		4'd2: lsb = 7'b1101101;  
		4'd3: lsb = 7'b1111001;  
		4'd4: lsb = 7'b0110011;  
		4'd5: lsb = 7'b1011011;  
		4'd6: lsb = 7'b1011111;  
		4'd7: lsb = 7'b1110000;  
		4'd8: lsb = 7'b1111111;  
		4'd9: lsb = 7'b1111011;  
		default: lsb = 7'b0000000;
	endcase
end
always @ (posedge clkout_50hz) 
begin
	if (activescan == 3'd3) 
	begin
		activescan <= 0;
	end 
	else 
	begin
		activescan <= activescan + 1;
	end
	case (activescan) 
		3'd0: begin
			index <= 4'b0001;
			number <= second % 8'd10; 
		end
		3'd1: begin
			index <= 4'b0010;
			number <= second / 8'd10;
		end
		3'd2: begin
			index <= 4'b0100;
			number <= minute % 8'd10;
		end
		3'd3: begin
			index <= 4'b1000;
			number <= minute / 8'd10;
		end
	endcase
end
always @ (index) begin
	case (number)
		4'd0: seg[7:1] = 7'b1111110;  
		4'd1: seg[7:1] = 7'b0110000;  
		4'd2: seg[7:1] = 7'b1101101;  
		4'd3: seg[7:1] = 7'b1111001;  
		4'd4: seg[7:1] = 7'b0110011;  
		4'd5: seg[7:1] = 7'b1011011;  
		4'd6: seg[7:1] = 7'b1011111;  
		4'd7: seg[7:1] = 7'b1110000;  
		4'd8: seg[7:1] = 7'b1111111;  
		4'd9: seg[7:1] = 7'b1111011;  
	endcase
end
endmodule
module gettime(i_time,minute,second,second_p);
input [15:0] i_time;
output [7:0] minute;
output [7:0] second;
output [3:0] second_p;
reg [7:0] minute;
reg [7:0] second;
reg [3:0] second_p;
always @ (i_time) 
begin
	second_p <= i_time % 6'd10;
	minute <= i_time / 16'd600; 
	second <= (i_time - second_p - 10'd600 * minute) / 4'd10;
end
endmodule
module timer(clk,rst,i_start,timeshift,i_state,i_step,o_response,o_time);
input clk;
input rst;
input timeshift;
input [1:0] i_step;
input i_start;
input [15:0] i_state;  
output [3:0] o_response;
output [15:0] o_time;
reg [3:0] o_response;
reg [15:0] temp_time;
reg [15:0] o_time;
reg clkout_100hz;
reg clkout_1hz;
reg [24:0]cnt1;
reg [24:0]cnt2;
reg clk_reg;
reg reset;
always@(posedge clk)
begin
	reset<=rst;
end
always@(posedge clk or negedge reset)
begin
	if (!reset)
	begin
		cnt1<=0;
		clkout_1hz<=0;
	end
	else if(cnt1==25'd11_999_999)
	begin
		cnt1<=0;
		clkout_1hz<=~clkout_1hz;
	end
	else
	begin
		cnt1<=cnt1+1;
	end
end
always@(posedge clk or negedge reset)
begin
	if (!reset)
	begin
		cnt2<=0;
		clkout_100hz<=0;
	end
	else if(cnt2==32'd119_999)
	begin
		cnt2<=0;
		clkout_100hz<=~clkout_100hz;
	end
	else
	begin
		cnt2<=cnt2+1;
	end
end
always @ (posedge clk) begin
	if (timeshift) begin
		clk_reg <= clkout_100hz;
	end else begin
		clk_reg <= clkout_1hz;
	end
end
always @ (posedge clk_reg or negedge reset) 
begin
	if (!reset) 
	begin
		o_time <= 0;
		o_response <= 4'b0;
	end 
	else 
	begin
		if (i_start) 
		begin
			o_time <= o_time + 1;
			temp_time <= temp_time + 1;
			if (temp_time < i_state) 
			begin	
				temp_time <= temp_time + 1;
			end 
			else 
			begin
				temp_time <= 16'd0;
				o_time <= 0;
				o_response[i_step] <= 1'b1;
			end
		end 
		else 
		begin
			o_time <= 0;
			temp_time <= 16'd0;
		end
	end
end
endmodule 
module wmtop (
	clk, 
	rst,
	start, 
	waterfull, 
	accelerate,
	stateindic,
	index_n,
	fourdigit,
	lastdigit,
);
input clk, rst; 
input start;
input accelerate;
input waterfull;
output [5:0] stateindic;
output [3:0] index_n;
output [7:0] fourdigit;
output [6:0] lastdigit;
parameter IDLE	= 6'b000001;
parameter WATER	= 6'b000010;
parameter RINSE	= 6'b000100; 
parameter DRAIN	= 6'b001000; 
parameter DRY	= 6'b010000; 
parameter ALERT = 6'b100000;
parameter RINSE_TIME	= 16'd6000;  
parameter DRAIN_TIME	= 16'd300;  
parameter DRY_TIME		= 16'd3000;  
parameter ALERT_TIME	= 16'd100;  
wire start1;
reg [5:0] state;
reg timer_start;
reg [15:0] timer_state;
reg [1:0] step;
reg reset;
wire acc_wire;
wire [3:0] timer_done;
wire [15:0] time_wire;
wire [7:0] minute_wire;
wire [7:0] second_wire;
wire [3:0] second_p_wire;
assign stateindic = ~state;
assign acc_wire = ~accelerate;
always@(posedge clk)
begin
	reset<=rst;
end
always @ (posedge clk or negedge reset) 
begin
	if (!reset) 
	begin
		state <= IDLE;
		timer_start <= 1'b0;
		timer_state <= 0;
	end 
	else 
	begin
		case (state)
			IDLE: begin
				if (!start) 
				begin
					state <= WATER;
					timer_start <= 0;
					timer_state <= 0;
				end 
				else 
				begin
					state <= IDLE;
					timer_start <= 0;
					timer_state <= 0;
				end
			end
			WATER: 
			begin
				if (!waterfull) 
				begin
					state <= RINSE;
					timer_start <= 1;
					timer_state <= RINSE_TIME;
					step <= 2'b00;
				end 
			end
			RINSE: 
			begin
				if (timer_done[0]) 
				begin
					state <= DRAIN;
					timer_start <= 1;
					timer_state <= DRAIN_TIME;
					step <= 2'b01;
				end
			end
			DRAIN: 
			begin
				if (timer_done[1]) 
				begin
					state <= DRY;
					timer_start <= 1;
					timer_state <= DRY_TIME;
					step <= 2'b10;
				end
			end
			DRY: 
			begin
				if (timer_done[2]) 
				begin
					state <= ALERT;
					timer_start <= 1;
					timer_state <= ALERT_TIME;
					step <= 2'b11;
				end
			end
			ALERT: 
			begin
				if (timer_done[3]) 
				begin
					state <= IDLE;
					timer_start <= 0;
					timer_state <= 0;
				end 
			end
			default: begin
				state <= IDLE;
				timer_start <= 0;
				timer_state <= 0;
			end
		endcase
	end
end		
timer t (
	.clk(clk),
	.rst(rst),
	.timeshift(accelerate),
	.i_start(timer_start),
	.i_state(timer_state),
	.i_step(step),
	.o_response(timer_done),
	.o_time(time_wire)
);
gettime g (
	.i_time(time_wire),
	.minute(minute_wire),
	.second(second_wire),
	.second_p(second_p_wire),
);
display d (
	.clk(clk),
	.rst(rst),
	.minute(minute_wire),
	.second(second_wire),
	.second_p(second_p_wire),
	.o_index_n(index_n), 
	.o_seg_n(fourdigit),
	.o_lsb(lastdigit)
);
endmodule 
File: ./run.sh
#!/bin/bash
# OpenROAD 26Q1-2900-gdf79404cd8, Yosys 0.63+post, stock flow scripts
make -C /OpenROAD-flow-scripts/flow DESIGN_CONFIG=/design/flow/config.mk WORK_HOME=/design/flow/orfs finish
==> metrics.json <==
{
  "outcome": {"value": "finished clean"},
  "fmax_achieved": {"value": 379, "unit": "MHz"},
  "critical_path.reg2reg.startpoint": {"value": "state[1]$_DFFE_PN0P_"},
  "yosysCellCount": {"value": 1931},
  "nature_of_the_critical_path_startpoint": {"value": "flop"},
  "timing.clock.skew": {"value": 0.0174, "unit": "ns"},
  "drtIter0Drc": {"value": 965},
  "post-cts-setup-buffer-count": {"value": 0},
  "fin_area": {"value": 16300, "unit": "um^2"},
  "grt_antenna_before_repair": {"value": 0},
  "pwr-share-comb": {"value": 10.5, "unit": "%"},
  "critical_path_buffer_and_inverter_count": {"value": 2},
  "final-setup-viol-count": {"value": 0},
  "cell_internal_pwr": {"value": 0.994, "unit": "mW"},
  "power.static_leakage": {"value": 6.88, "unit": "nW"},
  "gp_weighted_congestion": {"value": 0.922},
  "die_width": {"value": 226, "unit": "um"},
  "synthesis.instances": {"value": 1931},
  "worstSetupEndpointType": {"value": "primary output"},
  "vias": {"value": 14100},
  "timing.final.hold_violations": {"value": 0},
  "clock_power_share": {"value": 39.7, "unit": "%"},
  "crit_path_max_fanout": {"value": 5},
  "core_area": {"value": 49400, "unit": "um^2"},
  "io-pin-count": {"value": 30},
  "timing.critical_path.max_delay_family": {"value": "flip-flops"},
  "post_dp_cell_area": {"value": 16000, "unit": "um^2"},
  "grt_pass1_wl": {"value": 62.5, "unit": "mm"},
  "grt_remaining_overflow": {"value": 0},
  "layout_worst_path_cycle_share": {"value": 41.9, "unit": "%"},
  "syn_to_final_growth": {"value": 7.85, "unit": "%"},
  "synth.cell_area": {"value": 15100, "unit": "um^2"},
  "die.size.y": {"value": 226, "unit": "um"},
  "tns_setup": {"value": 0, "unit": "ns"},
  "worst_path_max_delay_cell": {"value": "dfstp_2"},
  "worst-endpoint-arrival": {"value": 1.38, "unit": "ns"},
  "power-per-cell-area": {"value": 83.3, "unit": "nW/um^2"},
  "routed_wirelength": {"value": 36.6, "unit": "mm"},
  "avgViaCountPerCell": {"value": 5.48},
  "share_of_post_route_cells_with_drive_strength_above_1": {"value": 5.89, "unit": "%"},
  "clock_tree.htree_level_count": {"value": 3},
  "placement_rows": {"value": 81},
  "ctsRootBufferMaster": {"value": "clkbuf_16"},
  "clock_latency_of_the_later_clocked_register_in_the_worst_skew_pair": {"value": 0.35, "unit": "ns"},
  "cts.repair.resized": {"value": 0},
  "post_layout_util": {"value": 33.0, "unit": "%"},
  "timing_max_transition_violations_final": {"value": 0},
  "fin_worst_hold_slack": {"value": 0.229, "unit": "ns"},
  "detailedRoute.firstPassIterationCount": {"value": 7},
  "synthDominantAreaCellType": {"value": "dfrtp_1"},
  "post_synth_num_cell_types": {"value": 107},
  "dominantRegCellSynth": {"value": "dfrtp_1"},
  "p_sw": {"value": 0.363, "unit": "mW"},
  "largestRegisters": {"value": "d.cnt2 x25, t.cnt1 x25, t.cnt2 x25"},
  "crit-reg2reg-capture": {"value": "timer_state[2]$_DFFE_PN0P_"},
  "register_pins_left_without_a_clock": {"value": 54},
  "post_cts_hold_buffer_count": {"value": 0},
  "register_to_register_path_depth": {"value": 7},
  "untimed_endpoints": {"value": 94},
  "grt_max_degree": {"value": 60},
  "worst-slew-pin-transition": {"value": 0.951, "unit": "ns"},
  "number_of_max_capacitance_violations_reported": {"value": 0},
  "cts_tree": {"value": "done"},
  "openroad.warnings": {"value": 37},
  "tritoncts.num_buffers": {"value": 9},
  "cp_data_required_time": {"value": 5.04, "unit": "ns"},
  "yosys_register_bits": {"value": 150},
  "number_of_enable_flip_flop_cells": {"value": 26},
  "yosys.stat.chipArea": {"value": 15100, "unit": "um^2"},
  "clkSlewWorstSetupHoldPaths": {"value": 0.07, "unit": "ns"},
  "drc": {"value": 0},
  "async_reset_ff_share": {"value": 74.7, "unit": "%"},
  "layout_top_cell_excl_fill_tap": {"value": "nor2_1"},
  "portBuffers": {"value": 28},
  "antenna_cells": {"value": 0},
  "top_cells_by_area": {"value": "dfrtp_1, ha_1, xnor2_1"},
  "grt_pass1_vias": {"value": 12600},
  "dp_hpwl": {"value": 27.6, "unit": "mm"},
  "cts_max_path_buffers": {"value": 2},
  "antenna_violating_nets_post_route": {"value": 0},
  "rrSetupSlack": {"value": 3.85, "unit": "ns"},
  "route.detailed.wl_per_inst": {"value": 14.3, "unit": "um"},
  "lay_top_cells": {"value": "nor2_1, nand2_1, dfrtp_1"},
  "crit_type": {"value": "flop to primary output"},
  "ir_worst_vdd": {"value": 150, "unit": "uV"},
  "timing.final.crit_period": {"value": 2.64, "unit": "ns"},
  "yosysWarningCount": {"value": 5},
  "globalRouteTotalUtil": {"value": 14.7, "unit": "%"},
  "fp_util": {"value": 30.6, "unit": "%"},
  "top_area_share": {"value": 18.4, "unit": "%"},
  "max_stage_delay": {"value": 0.57, "unit": "ns"},
  "chip_area": {"value": 51300, "unit": "um^2"},
  "min_path_type": {"value": "flop to async pin"},
  "post_synth.cell_area_avg": {"value": 7.83, "unit": "um^2"},
  "share_seq_of_total_power": {"value": 49.7, "unit": "%"},
  "relSlewSlack": {"value": 36.5, "unit": "%"},
  "grt_setup_unrepaired": {"value": "no"},
  "path_cells": {"value": "inv_1, clkdlybuf4s50_1"},
  "switching_share": {"value": 26.8, "unit": "%"}
}
-- routing by layer --
| layer | GRT usage (%) | wire length [um] |
|---|---|---|
| met5 | 0 | 0 |
| met4 | 1.42 | 303 |
| met3 | 1.16 | 1690 |
| met2 | 23.0 | 16600 |
| met1 | 23.2 | 18000 |
-- power groups by stage --
stage	Clock [mW]	Combinational (mW)	Sequential (mW)
final	0.540	0.143	0.675
after global routing	0.582	0.165	0.679
after CTS	0.558	0.145	0.675
-- worst reg2reg max path, stage by stage, from the launching register on --
cell and delay (ns):
dfrtp_1 0.42, nor4_1 0.35, nand3_1 0.27, o22a_1 0.26, o21ai_0 0.09, a21oi_1 0.11
nand2_1 0.43, mux2_2 0.40
-- cells in the mapped netlist, drive strengths merged (30+ instances only) --
master  count
nand2     169
xor2       54
o21ai     116
inv       109
clkbuf     69
xnor2      93
dfrtp     111
nor2      204
a211oi     30
and3       42
ha         90
a21oi      91
nand3     103
nor3       59
-- kinds of logic after synthesis --
kind of cell	Yosys count	share of synthesized area, %
xor gates and xnor gates	149	8.82
DFF	143	24.4
other	1	0.0248
and+or+nand+nor	763	24.9
buffers and inverters	215	5.64
muxes	33	2.45
adders and majority gates	101	8.57
AOI/OAI and AO/OA	519	24.5
latches	7	0.695
-- how the worst max path moves through the flow --
| stage | endpoint | from | cells past startpoint | slack [ns] |
|---|---|---|---|---|
| CTS | stateindic[0] | state[0]$_DFFE_PN1P_ | 2 | 3.64 |
| global route | timer_state[2]$_DFFE_PN0P_ | state[1]$_DFFE_PN0P_ | 7 | 3.60 |
| finish | stateindic[0] | state[0]$_DFFE_PN1P_ | 2 | 3.66 |
-- cell type report --
class                   instances  area (um^2)
clock buffers                   9          225
clock inverters                 7         81.3
fillers                      5037        33100
inverters                     117          439
multi-input cells            1568        10500
flip-flops and latches        150         3790
well taps                     664          831
repair buffers                 51          453
-- metrics by stage --
step	setup slack (ns)	instances	power, mW
final	3.66	2566	1.36
after global routing	3.60	2566	1.43
after CTS	3.64	2566	1.38
after detailed placement	3.46	2550	0.830
after global placement	3.45	2550	0.830
after floorplan	2.14	1933	0.779
Power figures rest on the tool's default switching activity, not on a simulated workload.
