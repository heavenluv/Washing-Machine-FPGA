## flow/run.sh

```bash
#!/bin/bash
# OpenROAD 26Q1-2900-gdf79404cd8, Yosys 0.63+post, stock flow scripts
make -C /OpenROAD-flow-scripts/flow DESIGN_CONFIG=/design/flow/config.mk WORK_HOME=/design/flow/orfs finish
```

## flow/config.mk

```make
export PLATFORM = sky130hd
export DESIGN_NAME = betterkey
export DESIGN_NICKNAME = betterkey
export VERILOG_FILES = /design/flow/design.v
export SDC_FILE = /design/flow/constraint.sdc
export NUM_CORES = 4
export LEC_CHECK = 1
export CORE_AREA = 10 10 95 95
export DIE_AREA = 0 0 105 105
```

## flow/constraint.sdc

```tcl
current_design betterkey

set clk_period 1.6
set clk_io_pct 0.2

create_clock -name clk0 -period $clk_period [get_ports {clk}]

set non_clock_inputs [all_inputs -no_clocks]
set_input_delay [expr $clk_period * $clk_io_pct] -clock clk0 $non_clock_inputs
set_output_delay [expr $clk_period * $clk_io_pct] -clock clk0 [all_outputs]
```

## flow/design.v

```verilog
module betterkey(keyin,keyout,clk,rst,key1);
input keyin;
input clk;
input rst;
output keyout;
output key1;
reg keyins1;
reg keyins2;
reg keyins3;
reg keyins4;
reg reset;
reg[18:0]count;
wire key1;
parameter delay_10ms=16'd240_000;
always@(posedge clk)
begin 
	reset<=rst;
end
always@(posedge clk or negedge reset)
begin	
	if(!reset)
		begin 
		keyins1<=1;
		keyins2<=1;
		end
	else
		begin
		keyins1<=keyin;
		keyins2<=keyins1;
		end
end
assign key1 = keyins1 & (~keyins2);
always@(posedge clk or negedge reset)
begin
	if(!reset)
		begin
		count<=0;
		end
	else if(count==delay_10ms)
	begin
		count<=0;
	end
	else if(key1)
	begin
		count<=0;
	end
	else
		begin
		count<=count+1'd1;
		end
end
always@(posedge clk or negedge reset)
begin
	if(!reset)
		begin
		keyins3<=1;
		end
	else if(count==delay_10ms)
		begin
		keyins3=keyin;
		end
end
always @(posedge clk or negedge reset)
begin
	if(!reset)
	begin
		keyins4<=1;
	end
	else
	begin
		keyins4<=keyins3;
	end
end
assign keyout = keyins4 & (~keyins3);
endmodule
```

==> results.ini <==
[outcome]
run_status=complete, but fails checks
violations=negative setup slack

[sta]
rsz0062_at_grt=yes
whs_ns=0.197
max-slew-margin-rel_pct=76.5
max_slew.worst_pin.slew_ns=0.349
hold_violations=0
final.setup.worst_slack_ns=-0.0158
finalClockPeriodUsage_pct=101
setup_viol=9
max_freq_mhz=619
fin_crit_ns=1.62
skew_ns=0.00123
slew_violations=0

[worst_setup_path]
end_kind=register
path_max_fanout=4
crit_required_ns=1.79
critPathKind=register to register
arrival_ns=1.81
critPathLaunchType=register

[synthesis]
synthDominantCellAreaShare_pct=40.3
synthTopCellsByArea=dfrtp_1 (40%), xnor2_1 (9.7%), dfstp_2 (8.9%), nor2_1 (6.4%), nor4_1 (3.7%)
avgSynthCellArea_sq_um=10.4
yosys_warnings=2
async_flop_share_pct=95.8
edf_count=0
ys_area_sq_mm=0.00118
ff_type=dfrtp_1
yosysTopAreaCell=dfrtp_1
ys_types=30
yosys_cells=113
ys_seq_share_pct=50.9
ys.flops=24
synth_area_sq_mm=0.00118
synth_cells=113

[drt]
wire_per_inst_um=9.47
routed_wl_um=2270
drt-vias-per-instance=3.69
drtIter0Drc=53
drt_first_pass_iters=4
drc=0
ant_nets=0
num_antenna_cells=0
vias=886

[power_and_ir_drop]
p_int_uw=980
p_sw_uw=334
switching_share_pct=25.4
peakVddDrop_v=0.000360
p_comb_share_pct=16.1
seq_power_share_pct=53.7
p_leak_uw=0.000635
pwr-share-clk_pct=30.2
p_per_area_mw_per_mm2=794

[clocking]
clockRootBuffer=clkbuf_8
insertion_delay_ns=0.26
numCtsBuffers=3
hold_buffers=0
clk_pin_slew_worst_paths_ns=0.08
htree_levels=1
cts_sinks=24
cts_buffer_depth=2
cts_tree=yes

[grt]
grt_start_max_net_pins=24
grt_pass1_wl_um=4160
grt_usage_pct=4.37
grt_pass1_vias=887
grt_overflow_total=0
antenna_found_initial=0

[run]
drv_cap=0
warnings=29

[floorplanning]
core_area_sq_mm=0.00691
pin_count=5
fp.dieH_um=105
die_width_um=105
die-area_sq_mm=0.0110
row_count=30
initCoreUtil_pct=17.1

[worst_hold_path]
min_path_type=register to async pin

[place]
portBuffers=4
dpl.cell_count=233
preCtsSetupSlack_ns=-0.0783
place_hpwl_um=1640
gp_congestion=0.784

[finish]
final_cells=240
drive_gt1_share_pct=38.2
synthToLayoutAreaGrowth_pct=40.3
fill_cells=741

## cell usage after synthesis (all sizes together), types with 2 or more instances
library cell,instances
and2,2
buf,3
dfrtp,19
dfstp,4
ha,2
inv,7
nand2,2
nand3,8
nand4,4
nor2,20
nor3,4
nor4,7
o21ai,2
or3,2
xnor2,13
xor2,2
## metal layers
| layer | global-route usage, % | wire length [um] |
|---|---|---|
| met1 | 6.23 | 1150 |
| met2 | 6.58 | 1000 |
| met3 | 1.24 | 91 |
| met4 | 0.588 | 30 |
| met5 | 0 | 0 |
## layout make-up
cell class                 count  area, sq um  area share [%]
multi-input combinational     79          616            37.2
sequential                    24          602            36.4
timing repair buffer          30          236            14.3
tap                           96          120            7.26
clock buffer                   4         55.1            3.33
inverter                       7         26.3            1.59
## power by group through the flow
stage	clock, uW	sequential [uW]	combinational (uW)
5_1_grt	449	715	245
4_1_cts	417	696	177
6_report	397	706	211
## repair_timing
action / CTS / global route
buffers inserted: 4 / 0
hold endpoints to repair: 0 / 0
pin swaps: 0 / 1
setup endpoints to repair: 11 / 20
resized: 4 / 18
## state kept, by name (all words and copies together) (netlist names)
register / count
keyins4: 1
keyins2: 1
reset: 1
keyins1: 1
count: 19
keyins3: 1
## kinds of logic (layout without fill, tap and decap cells)
family | after synthesis | count (layout) | synth area share [%]
and+or+nand+nor | 56 | 56 | 26.4
xor gates and xnor gates | 15 | 15 | 11.1
AOI/OAI and AO/OA | 4 | 4 | 3.61
adders and majority gates | 2 | 2 | 2.12
DFF | 24 | 24 | 50.9
muxes | 2 | 2 | 1.80
buffers and inverters | 10 | 41 | 4.03
## cells in the final DEF, fill, tap and decap left out, types with 2 or more instances in the layout
master and count:
clkdlybuf4s50_1 2, dfstp_2 4, nor2_1 15, nand3_1 5, nor3_1 3, xor2_1 2, or3_1 2, nor4_1 4
nand2_1 2, clkbuf_8 4, buf_4 25, nor4_2 2, inv_1 5, nand3_2 2, inv_2 2, nand4_1 4
o21ai_0 2, nor2_2 4, and2_1 2, xnor2_1 13, dlygate4sd2_1 2, dfrtp_1 18
## worst max-delay path, cell delays in order (launching register included)
cell and delay [ns]:
dfrtp_1 0.36, buf_4 0.13, ha_1 0.18, nand3_2 0.09
or3_1 0.33, or3_1 0.31, a21oi_1 0.14
## metrics by stage
step / TNS [ns] / instance area, sq um / util (%) / power (uW)
floorplan: -0.426 / 1180 / - / 804
global placement: -0.00173 / 1490 / 21.6 / 878
detailed placement: -0.0783 / 1490 / 21.6 / 878
CTS: -0.180 / 1580 / 22.8 / 1290
global route: -1.82 / 1660 / 24.0 / 1410
finish: -0.0574 / 1660 / 24.0 / 1310
## final timing paths
path / start / end / slack (ns) / cells past startpoint
setup / recovery: count[0]$_DFF_PN0_ / count[18]$_DFF_PN0_ / -0.02 / 6
hold / removal: reset$_DFF_P_ / count[11]$_DFF_PN0_ / 0.20 / 1
setup reg to reg: count[0]$_DFF_PN0_ / count[18]$_DFF_PN0_ / -0.02 / 6
hold reg to reg: reset$_DFF_P_ / count[11]$_DFF_PN0_ / 0.20 / 1
max in group asynchronous: reset$_DFF_P_ / keyins4$_DFF_PN1_ / 1.12 / 1
min in group clk0: keyins1$_DFF_PN1_ / keyins2$_DFF_PN1_ / 0.37 / 0
Power and IR drop assume default switching activity.
